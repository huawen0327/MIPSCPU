--- flow/config.mk ---
export PLATFORM = sky130hd
export DESIGN_NAME = RegFile
export DESIGN_NICKNAME = RegFile
export VERILOG_FILES = /design/flow/design.v
export SDC_FILE = /design/flow/constraint.sdc
export NUM_CORES = 4
export LEC_CHECK = 1
export CORE_UTILIZATION = 50
--- flow/constraint.sdc ---
current_design RegFile

set clk_period 8.2
set clk_io_pct 0.2

create_clock -name clk0 -period $clk_period [get_ports {clk}]
create_clock -name clk1 -period $clk_period [get_ports {clk2}]

set non_clock_inputs [all_inputs -no_clocks]
set_input_delay [expr $clk_period * $clk_io_pct] -clock clk0 $non_clock_inputs
set_output_delay [expr $clk_period * $clk_io_pct] -clock clk0 [all_outputs]
--- flow/design.v ---
module RegFile(read_addr1, read_addr2, write_addr, write_data, output_data1, output_data2, clk, reg_write, testreg, clk2);
input        clk, clk2, reg_write;
input[4:0]   read_addr1;
input[4:0]   read_addr2;
input[4:0]   write_addr;
input[31:0]  write_data;
output[31:0] output_data1;
output[31:0] output_data2;
reg[31:0]    output_data1;
reg[31:0]    output_data2;
output[31:0]    testreg;
assign          testreg = reg_t[2];
reg[31:0]    reg_zero;          
reg[31:0]    reg_at;            
reg[31:0]    reg_v[1:0];        
reg[31:0]    reg_a[3:0];        
reg[31:0]    reg_t[9:0];        
reg[31:0]    reg_s[7:0];        
reg[31:0]    reg_k[1:0];        
reg[31:0]    reg_gp;            
reg[31:0]    reg_sp;            
reg[31:0]    reg_fp;            
reg[31:0]    reg_ra;            
always @(posedge clk2)
begin
	if(reg_write) begin
		case(write_addr)
			5'd0 : reg_zero = 0;
			5'd1 : reg_at   = write_data;
			5'd2 : reg_v[0] = write_data;
			5'd3 : reg_v[1] = write_data;
			5'd4 : reg_a[0] = write_data;
			5'd5 : reg_a[1] = write_data;
			5'd6 : reg_a[2] = write_data;
			5'd7 : reg_a[3] = write_data;
			5'd8 : reg_t[0] = write_data;
			5'd9 : reg_t[1] = write_data;
			5'd10: reg_t[2] = write_data;
			5'd11: reg_t[3] = write_data;
			5'd12: reg_t[4] = write_data;
			5'd13: reg_t[5] = write_data;
			5'd14: reg_t[6] = write_data;
			5'd15: reg_t[7] = write_data;
			5'd16: reg_s[0] = write_data;
			5'd17: reg_s[1] = write_data;
			5'd18: reg_s[2] = write_data;
			5'd19: reg_s[3] = write_data;
			5'd20: reg_s[4] = write_data;
			5'd21: reg_s[5] = write_data;
			5'd22: reg_s[6] = write_data;
			5'd23: reg_s[7] = write_data;
			5'd24: reg_t[8] = write_data;
			5'd25: reg_t[9] = write_data;
			5'd26: reg_k[0] = write_data;
			5'd27: reg_k[1] = write_data;
			5'd28: reg_gp   = write_data;
			5'd29: reg_sp   = write_data;
			5'd30: reg_fp   = write_data;
			5'd31: reg_ra   = write_data;
		endcase
	end
end
always @(posedge clk)
begin
	case(read_addr1)
		5'd0 : output_data1 = reg_zero;
		5'd1 : output_data1 = reg_at;
		5'd2 : output_data1 = reg_v[0];
		5'd3 : output_data1 = reg_v[1];
		5'd4 : output_data1 = reg_a[0];
		5'd5 : output_data1 = reg_a[1];
		5'd6 : output_data1 = reg_a[2];
		5'd7 : output_data1 = reg_a[3];
		5'd8 : output_data1 = reg_t[0];
		5'd9 : output_data1 = reg_t[1];
		5'd10: output_data1 = reg_t[2];
		5'd11: output_data1 = reg_t[3];
		5'd12: output_data1 = reg_t[4];
		5'd13: output_data1 = reg_t[5];
		5'd14: output_data1 = reg_t[6];
		5'd15: output_data1 = reg_t[7];
		5'd16: output_data1 = reg_s[0];
		5'd17: output_data1 = reg_s[1];
		5'd18: output_data1 = reg_s[2];
		5'd19: output_data1 = reg_s[3];
		5'd20: output_data1 = reg_s[4];
		5'd21: output_data1 = reg_s[5];
		5'd22: output_data1 = reg_s[6];
		5'd23: output_data1 = reg_s[7];
		5'd24: output_data1 = reg_t[8];
		5'd25: output_data1 = reg_t[9];
		5'd26: output_data1 = reg_k[0];
		5'd27: output_data1 = reg_k[1];
		5'd28: output_data1 = reg_gp;
		5'd29: output_data1 = reg_sp;
		5'd30: output_data1 = reg_fp;
		5'd31: output_data1 = reg_ra;
	endcase
	case(read_addr2)
		5'd0 : output_data2 = reg_zero;
		5'd1 : output_data2 = reg_at;
		5'd2 : output_data2 = reg_v[0];
		5'd3 : output_data2 = reg_v[1];
		5'd4 : output_data2 = reg_a[0];
		5'd5 : output_data2 = reg_a[1];
		5'd6 : output_data2 = reg_a[2];
		5'd7 : output_data2 = reg_a[3];
		5'd8 : output_data2 = reg_t[0];
		5'd9 : output_data2 = reg_t[1];
		5'd10: output_data2 = reg_t[2];
		5'd11: output_data2 = reg_t[3];
		5'd12: output_data2 = reg_t[4];
		5'd13: output_data2 = reg_t[5];
		5'd14: output_data2 = reg_t[6];
		5'd15: output_data2 = reg_t[7];
		5'd16: output_data2 = reg_s[0];
		5'd17: output_data2 = reg_s[1];
		5'd18: output_data2 = reg_s[2];
		5'd19: output_data2 = reg_s[3];
		5'd20: output_data2 = reg_s[4];
		5'd21: output_data2 = reg_s[5];
		5'd22: output_data2 = reg_s[6];
		5'd23: output_data2 = reg_s[7];
		5'd24: output_data2 = reg_t[8];
		5'd25: output_data2 = reg_t[9];
		5'd26: output_data2 = reg_k[0];
		5'd27: output_data2 = reg_k[1];
		5'd28: output_data2 = reg_gp;
		5'd29: output_data2 = reg_sp;
		5'd30: output_data2 = reg_fp;
		5'd31: output_data2 = reg_ra;
	endcase
end
endmodule
--- flow/run.sh ---
#!/bin/bash
# OpenROAD 26Q1-2900-gdf79404cd8, Yosys 0.63+post, stock flow scripts
make -C /OpenROAD-flow-scripts/flow DESIGN_CONFIG=/design/flow/config.mk WORK_HOME=/design/flow/orfs finish
==> results.cfg <==
; implementation run metrics
[power_and_ir_drop]
p_sw_mw = 2.91
peakVddDrop_mv = 0.204
power_mw = 12.2
p_int_mw = 9.30
power_switching_share_pct = 23.8
seqPwrFrac_pct = 49.8
leakage_nw = 17.4
combinationalPowerShare_pct = 6.8
clock_power_share_pct = 43.4
power.density_mw_per_mm2 = 233

[place]
dpl_worst_slack_ns = 2.85
place_inst = 4342
portBuffers = 144
gpl.final_weighted_congestion = 1.10
dp.final_hpwl_um = 122000

[floorplanning]
dieWidth_um = 303
die-area_sq_mm = 0.0915
fp_util_pct = 50.8
die_h_um = 303
core_sq_mm = 0.0889
rows = 109
ios = 146

[synth]
netlist_area_sq_mm = 0.0452
logic_family = AND-OR/OR-AND gates
xor_share_pct = 0
aoi_share_pct = 14.7
synthFlopType = edfxtp_1
synth_chip_area_sq_mm = 0.0452
edf_count = 992
postSynthSeqShare_pct = 68.8
async_reset_ff_share_pct = 0
ys_sh_adder_pct = 0
yosys-mux-area-fraction_pct = 3.24
synth_cells = 3131
ys_types = 61
yosys_cells = 3131
avgSynthCellArea_sq_um = 14.4
synthSimpleGateAreaFrac_pct = 10.6
ys_ff = 1056
ys_warn_count = 6

[critical_path]
crit_chain = buf_2, buf_4, or3b_2, nor2_2, buf_4, a2111oi_0, nand4_1, or4_1
crit_slowest_cell = or3b_2
path_buffers = 3
slowest_delay_ns = 0.86
cp.required_ns = 8.52
cp_common_cell = buf_4
startpoint = read_addr1[2]
path_max_fanout = 36
reg2reg_from = reg_s[7][30]$_DFFE_PP_
endpoint_kind = flop
critPathArrivalTime_ns = 5.50
cp_top_family = simple AND/OR/NAND/NOR gates
cp-start-kind = input port
path_class = input port to flop

[hold_path]
hold_path.startpoint = reg_s[4][15]$_DFFE_PP_
min_path_type = flop to flop

[route]
routed_via_density = 7.90
via_count = 36000
drt_first_pass_iters = 9
finalWirelength_um = 213000
antenna_left = 0
drc = 0
wire_per_inst_um = 46.6
drtIter0Drc = 4326

[global_routing]
grt_pass1_vias = 38400
grt_overflow = 0
grt_pass1_wl_um = 289000
grt_usage_pct = 51.9
antenna_found_initial = 6
grt_start_max_net_pins = 48

[final_layout]
area_growth_pct = 16.2
drive_gt1_share_pct = 15.0
lay_top_cells = edfxtp_1 (992), a22oi_1 (460), and3_1 (192)
fill_cells = 6663
mostFrequentLayoutCell = edfxtp_1
stdcell_count = 4562

[cts]
cts_setup_buffers = 0
clock-sinks = 1056
cts_tree = built
clk_pin_slew_ns = 0.08
ctsResizeCount = 0
cts_hold_buf = 0

[final_timing]
tns_ns = 0
slew_headroom_pct = 19.0
hold_viol_final = 0
whs_ns = 0.780
rsz0062_at_grt = false
finalWorstSetupSlack_ns = 3.02
slew_viol_final = 0
worstMarginPinSlew_ns = 1.21
setup_violations = 0

[job]
warning_count = 26
cap_violations = 0

[outcome]
outcome = completed
-- power by group through the flow --
stage         combinational (mW)  clock, mW  sequential, mW
CTS                        0.783       5.30            6.07
global route               0.846       5.48            6.08
finish                     0.831       5.31            6.08
-- layout make-up --
class	count	area, sq um	share of cell area, %
clock buffer	150	3090	5.89
tap	1165	1460	2.78
timing repair buffer	321	2750	5.23
sequential	1056	31100	59.2
inverter	7	26.3	0.0501
multi-input combinational	1793	13500	25.6
clock inverter	60	612	1.17
antenna	10	25.0	0.0477
-- routing by layer --
layer | wire length [um] | track usage [%] | vias up
met2 | 82900 | 62.4 | 4457
met4 | 15800 | 27.1 | 50
met3 | 50400 | 51.9 | 1030
li1 | - | - | 13500
met1 | 62300 | 58.1 | 17000
met5 | 1230 | 14.0 | -
-- worst paths after layout --
check / depth (start not counted) / to / slack (ns)
max in group clk1: 4 / reg_fp[27]$_DFFE_PP_ / 4.15
min in group clk1: 2 / reg_t[0][7]$_DFFE_PP_ / 1.77
worst min-delay path: 2 / output_data1[15]$_DFF_P_ / 0.78
worst max register to register: 5 / output_data2[30]$_DFF_P_ / 5.77
worst max-delay path: 8 / output_data1[22]$_DFF_P_ / 3.02
worst min register to register: 2 / output_data1[15]$_DFF_P_ / 0.78
-- cell families (layout without fill, tap and decap cells) --
logic type             Yosys count  in the layout
other                            0             10
buffers and inverters          282            538
and+or+nand+nor                842            842
muxes                          117            117
AOI/OAI and AO/OA              834            834
DFF                           1056           1056
-- Yosys cell counts, types with 10 or more instances --
library cell | instances | area share (%)
edfxtp_1 | 992 | 66
a22oi_1 | 460 | 7.6
and3_1 | 192 | 2.7
clkbuf_1 | 189 | 1.6
nand3_1 | 185 | 2.1
nand4_1 | 116 | 1.6
nand2_1 | 85 | 0.71
nor2_1 | 81 | 0.67
a32oi_1 | 74 | 1.4
dfxtp_1 | 64 | 2.8
buf_2 | 55 | 0.61
mux2_2 | 54 | 1.3
a2111oi_0 | 52 | 1.0
a22o_1 | 52 | 1.0
or4_1 | 47 | 0.78
mux2i_1 | 45 | 1.0
a221oi_1 | 39 | 0.76
a31oi_1 | 32 | 0.44
o211ai_1 | 29 | 0.48
a32o_1 | 27 | 0.60
buf_1 | 26 | 0.22
nor4_1 | 25 | 0.35
o21ai_0 | 21 | 0.23
a222oi_1 | 20 | 0.44
mux4_2 | 18 | 0.90
and2_1 | 14 | 0.19
and4_1 | 13 | 0.25
nor3b_1 | 13 | 0.22
nor2b_1 | 12 | 0.17
nand3b_1 | 10 | 0.17
-- sequential cells by signal, indices dropped and copies added (netlist names) --
name          count
reg_t           320
reg_s           256
reg_a           128
reg_k            64
reg_v            64
output_data1     32
output_data2     32
reg_at           32
reg_fp           32
reg_gp           32
reg_ra           32
reg_sp           32
-- worst register-to-register path: cells and delay by family, from the launching register on --
kind	cells	cell delay, ns
compound gates	2	0.51
simple gates	3	1.00
flops	1	0.54
-- per-stage QoR --
step	area [sq um]	utilization (%)
after floorplan	45200	-
after global placement	48800	54.8
after detailed placement	48800	54.8
after CTS	52500	59.0
after global routing	52500	59.0
final	52500	59.0
Power and IR drop assume default switching activity.

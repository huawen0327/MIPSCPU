$ cat /design/flow/constraint.sdc
current_design Add

set clk_period 13.2
set clk_io_pct 0.2

create_clock -name clk0 -period $clk_period [get_ports {clk}]

set non_clock_inputs [all_inputs -no_clocks]
set_input_delay [expr $clk_period * $clk_io_pct] -clock clk0 $non_clock_inputs
set_output_delay [expr $clk_period * $clk_io_pct] -clock clk0 [all_outputs]
$ cat /design/flow/config.mk
export PLATFORM = sky130hd
export DESIGN_NAME = Add
export DESIGN_NICKNAME = Add
export VERILOG_FILES = /design/flow/design.v
export SDC_FILE = /design/flow/constraint.sdc
export NUM_CORES = 4
export LEC_CHECK = 1
export CORE_UTILIZATION = 40
$ cat /design/flow/design.v
module Add(
input             clk,
input   [31:0]    in_data1,
input   [31:0]    in_data2,
input   [5:0]     j_order,
output  [31:0]    out_data
);
reg     [31:0]    out_reg;
always @(posedge clk)
begin
    if(j_order == 6'b000000) out_reg = in_data2;
    else if(j_order == 6'b000010) out_reg = in_data2;
    else if(j_order == 6'b000011) out_reg = in_data2;
    else out_reg = in_data1 + in_data2; 
end
assign out_data = out_reg;
endmodule
$ cat /design/flow/run.sh
#!/bin/bash
# OpenROAD 26Q1-2900-gdf79404cd8, Yosys 0.63+post, stock flow scripts
make -C /OpenROAD-flow-scripts/flow DESIGN_CONFIG=/design/flow/config.mk WORK_HOME=/design/flow/orfs finish
==> impl_metrics.toml <==
# flow metrics
[yosys]
post_synth.cell_area_avg_um2 = 7.81
synth.cellmix.compoundShare_pct = 32.2
enable_flop_cells = 0
postSynthRegisterBits = 32
netlist_logic_family_top = "AND-OR/OR-AND gates"
synth.cellmix.simpleShare_pct = 18.8
synthAdderAreaFrac_pct = 14.3
async_reset_ff_share_pct = 0
muxShareOfSynthArea_pct = 0.700
synthesized_cell_area_mm2 = 0.00286
synth.yosys.seq_area_share_pct = 22.4
ys_area_mm2 = 0.00286
syn-instance-count = 366
yosysUniqueCellTypes = 61
yosys_most_used_dff = "dfxtp_1"
ys_cells = 366
yosysWarnings = 1
post_synth_xor_area_fraction_pct = 7.05

[detailed_routing]
routed_wirelength_mm = 7.78
detail_route.first_pass.iterations = 4
antenna_left = 0
drt_iter0_markers = 190
detail_route.wl_per_cell_um = 14.1
drc_errors = 0
antenna-diode-count = 0
routed_via_density = 5.40
via_count = 2984

[clock_network]
cts_inserted_buffers = 5
cts.path.max_buffers = 2
root_buffer = "clkbuf_8"
cts_hold_buf = 0
tritoncts = "done"
cts.sink_count = 32
cts_max_level = 2
postCtsSetupRepairBufs = 0
clk_pin_slew_ps = 70
post_cts_resized = 0

[place]
buffer_ports.inserted = 102
pre_cts_slack_ps = 7830
dpl_cell_area_mm2 = 0.00392
final_gp_congestion = 0.866
placedCellCount = 546
dp_hpwl_mm = 6.06

[job]
warning_count = 26
reported_max_cap_violation_count = 0

[global_routing]
grt_pass1_wl_mm = 12.4
global_route.overflow_total = 0
grt_start_max_net_pins = 47
antenna_found_initial = 0
globalRouteTotalUtil_pct = 21.3
grt_pass1_vias = 2684

[final_layout]
post_route_cells_drive_above_1_share_pct = 5.25
final-instance-count-excl-fill = 553
postLayoutCellArea_mm2 = 0.00399
final_cell_mix = "102 x clkdlybuf4s50_1, 46 x a21oi_1, 39 x nor2_1"
final_layout_top_logic_cell = "clkdlybuf4s50_1"
fin_util_pct = 58.4
largest_reg_flops = 32
synthToLayoutAreaGrowth_pct = 39.6

[critical_path]
worst-path-buf-inv = 1
critical-path-top-delay-family = "AND-OR/OR-AND gates"
worstPathCellList = "clkdlybuf4s50_1 -> ha_1 -> fa_1 -> a21o_1 -> a221oi_2 -> o211ai_1 -> a31oi_1 -> a21oi_1 -> xnor2_1 -> a21oi_1"
start_point_of_the_critical_path = "in_data2[0]"
worstSetupStartpointType = "primary input"
crit_path_max_fanout = 5
cp_slowest_cell = "clkdlybuf4s50_1"
crit_path_max_incr_delay_ps = 430
critPathMostFrequentCell = "a21oi_1"
arrival_ps = 5230
crit_cells = 10
category_of_the_critical_setup_timing_path = "in2reg"
critPathCaptureType = "flip-flop"
endpoint = "out_reg[28]"
worst_ep_required_time_ps = 13350

[final_timing]
fin_setup_tns_ps = 0
achievable-frequency_ghz = 0.197
timing.final.ws_setup_ps = 8120
period_needed_ps = 5080
total_of_endpoints_with_negative_setup_slack_in_the_final_report = 0
hold_viol = 0
worst_hold_margin_ps = 2930
final.period_utilization_pct = 38.5
worst_slew_margin_rel_pct = 60.5
rsz0062_at_grt = "no"
timing.final.max_slew_violations = 0
worstMarginPinSlew_ps = 587

[pwr]
totalPowerFinal_uw = 364
irDropWorstVdd_v = 0.0000465
p_leak_nw = 1.66
power_density_mw_per_mm2 = 91.1

[die]
chip_area_mm2 = 0.00749
die_y_um = 86.5
row_count = 30
floorplan.die.width_um = 86.5
initCoreUtil_pct = 41.8
design.portCount = 103
design.core.area_mm2 = 0.00683

[outcome]
run_status = "finished clean"

[worst_hold_path]
type_of_the_worst_min_delay_path = "in2reg"
[final cells by class]
cell class                 instances  area (um^2)
sequential                        32          641
timing repair buffer             104         1040
clock inverter                     1         5.00
fill                             631         2840
multi-input combinational        309         2100
inverter                           5         18.8
clock buffer                       6         72.6
tap                               96          120
[per-layer routing]
metal / vias up / track usage [%] / share of wire [%]
met1: 1335 / 32.7 / 49
met4: 0 / 1.82 / 1.0
li1: 1534 / - / -
met3: 7 / 3.38 / 7.1
met5: - / 0 / 0
met2: 108 / 33.4 / 43
[worst min path at each step]
| stage | startpoint | to | slack [ps] | depth (start not counted) |
|---|---|---|---|---|
| after CTS | in_data2[0] | out_reg[0] | 2920 | 3 |
| after global routing | in_data2[0] | out_reg[0] | 2920 | 3 |
| final | in_data2[0] | out_reg[0] | 2930 | 3 |
[power breakdown]
group	total, mW	switching, mW	internal [mW]
clock network	0.0729	0.0370	0.0359
logic	0.167	0.0694	0.0978
registers	0.124	0.00559	0.118
[synthesized netlist by cell type, drive strengths merged (3+ instances only)]
cell | instances | share of area [%]
a211oi | 3 | 0.96
a21boi | 4 | 1.1
a21o | 20 | 5.4
a21oi | 46 | 8.1
a311oi | 3 | 0.92
a31oi | 6 | 1.8
and3 | 4 | 0.96
buf | 13 | 2.6
clkbuf | 7 | 1.3
dfxtp | 32 | 22
ha | 31 | 14
inv | 5 | 0.66
nand2 | 36 | 4.7
nand2b | 3 | 0.66
nand3 | 5 | 0.88
nand4 | 10 | 2.2
nor2 | 39 | 5.1
nor3 | 4 | 0.88
o21a | 7 | 1.8
o21ai | 21 | 3.7
o21bai | 7 | 1.8
o22ai | 3 | 0.66
or3 | 3 | 0.66
xnor2 | 13 | 4.0
xor2 | 10 | 3.1
[worst min-delay path, stage by stage]
cell             delay (ps)
clkdlybuf4s50_1         430
nand2_1                  60
nand2_1                  40
[logic make-up after synthesis]
kind of cell / Yosys count
xor+xnor: 23
fa+ha+maj: 32
flops: 32
mux: 2
compound gates: 138
simple gates: 114
buf+inv: 25

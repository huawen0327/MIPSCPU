--- flow/design.v ---
module MUXRst(clk, sinal, rst_n, in_data1, in_data2, out_data);
parameter                    data_bits = 31;
input                        clk, sinal, rst_n;
input    [data_bits:0]       in_data1;
input    [data_bits:0]       in_data2;
output   [data_bits:0]       out_data;
reg      [data_bits:0]       out_data;
always @(posedge clk or negedge rst_n)
begin
    if(!rst_n) begin
        out_data <= 0;
    end
    else begin
        if (sinal==0)
            out_data = in_data1;
        else
            out_data = in_data2;
    end
end
endmodule
--- flow/run.sh ---
#!/bin/bash
# OpenROAD 26Q1-2900-gdf79404cd8, Yosys 0.63+post, stock flow scripts
make -C /OpenROAD-flow-scripts/flow DESIGN_CONFIG=/design/flow/config.mk WORK_HOME=/design/flow/orfs finish
--- flow/config.mk ---
export PLATFORM = sky130hd
export DESIGN_NAME = MUXRst
export DESIGN_NICKNAME = MUXRst
export VERILOG_FILES = /design/flow/design.v
export SDC_FILE = /design/flow/constraint.sdc
export NUM_CORES = 4
export LEC_CHECK = 1
export CORE_UTILIZATION = 30
--- flow/constraint.sdc ---
current_design MUXRst

set clk_period 1.0
set clk_io_pct 0.2

create_clock -name clk0 -period $clk_period [get_ports {clk}]

set non_clock_inputs [all_inputs -no_clocks]
set_input_delay [expr $clk_period * $clk_io_pct] -clock clk0 $non_clock_inputs
set_output_delay [expr $clk_period * $clk_io_pct] -clock clk0 [all_outputs]
==> flow_metrics.py <==
# Auto-generated metrics
metrics = {
    "run_status": {
        "status": "finished, final reports clean",
    },
    "global_routing": {
        "grt_pass1_vias": 911,
        "overflow": 0,
        "antenna_found_initial": 0,
        "grt_start_max_net_pins": 33,
        "grt_pass1_wl_mm": 4.35,
        "grtUsageTotal_pct": 12.9,
    },
    "final_layout": {
        "reg_top3": "out_data x32",
        "drive_gt1_share_pct": 43.1,
        "final_cell_mix": "65 x clkdlybuf4s50_1, 33 x buf_2, 32 x dfrtp_1, 30 x mux2_4, 6 x clkbuf_8",
        "largest_register": "out_data",
        "area_growth_pct": 71.7,
        "n_fill_cell": 343,
        "mostFrequentLayoutCell": "clkdlybuf4s50_1",
        "largest_reg_flops": 32,
        "regArea_um2": 801,
        "logic_area_um2": 473,
        "stdcell_area_um2": 2310,
    },
    "logic_synthesis": {
        "yosysSeqAreaShare_pct": 59.5,
        "netlist_area_um2": 1350,
        "ys.flops": 32,
        "yosys_warnings": 1,
        "synthDistinctLibCells": 5,
        "netlist_instances": 68,
        "ys_chip_area_um2": 1350,
        "syn-mean-instance-area_um2": 19.8,
        "ys_cells": 68,
    },
    "final_timing": {
        "slew_headroom_pct": 88.5,
        "post-route-period-util_pct": 94.7,
        "period_minus_slack_ns": 0.947,
        "drv_slew": 0,
        "worst_pin_slew_ns": 0.173,
        "finalHoldViolations": 0,
        "setup_viol": 0,
        "rsz0062_at_grt": "no",
        "max_freq_ghz": 1.06,
    },
    "setup_path": {
        "path_buffers": 1,
        "critPathLaunch": "out_data[8]",
        "path_class": "flop to primary output",
        "crit_family": "flip-flops",
        "crit_slowest_cell": "dfrtp_1",
        "end_kind": "primary output",
        "crit_arrival_ns": 0.75,
        "cp.depth": 1,
        "crit_fanout": 1,
        "slowest_delay_ns": 0.36,
        "start_kind": "flop",
        "cp.required_ns": 0.80,
        "crit_chain": "buf_2",
    },
    "routing": {
        "wl_met2_mm": 1.41,
        "vias": 920,
        "wire_per_inst_um": 13.0,
        "drc_errors": 0,
        "routed_wl_mm": 2.91,
        "met3_length_um": 265,
        "diodes": 0,
        "drt-initial-drc-count": 17,
        "highest_layer": "met4",
        "wirelength_met1_mm": 1.20,
        "drtPass1Iterations": 4,
        "vias_per_cell": 4.11,
        "ant_nets": 0,
    },
    "clock_tree": {
        "clockBufferDepth": 2,
        "cts_tree": "built",
        "htreeDepth": 2,
        "clock_sinks": 32,
        "cts_inserted_buffers": 5,
        "path_clk_slew_ns": 0.06,
        "cts_root_buffer": "clkbuf_8",
    },
    "run": {
        "openroad.warnings": 25,
        "drv_cap": 0,
    },
    "floorplanning": {
        "chipArea_um2": 4760,
        "die_w_um": 69.0,
        "coreArea_um2": 4140,
        "initial_core_util_pct": 32.5,
        "num_rows": 23,
        "boundaryPins": 99,
        "die_y_um": 69.0,
    },
    "place": {
        "dp_hpwl_mm": 2.31,
        "gp_congestion": 0.739,
        "placed_area_um2": 2380,
        "portBuffers": 98,
    },
    "worst_hold_path": {
        "hold_path.class": "input pin to asynchronous set/reset pin",
    },
    "pwr": {
        "power_density_nw_per_um2": 1290,
        "p_total_mw": 2.99,
        "ir_drop_mv": 0.639,
        "leakage_nw": 1.09,
    },
}
-- synth_stat cells --
master,count,area (um2)
buf_12,3,60.1
buf_6,1,11.3
dfrtp_1,32,801
mux2_2,2,22.5
mux2_4,30,450
-- how the worst max path moves through the flow --
| stage | endpoint |
|---|---|
| 6_report | out_data[8] |
| 5_1_grt | out_data[0] |
| 4_1_cts | out_data[8] |
-- layer usage --
layer,up-vias,global-route usage (%)
met4,0,2.04
met1,430,18.0
met2,43,20.4
met3,4,4.17
met5,-,0
li1,443,-
-- per-stage QoR --
step                      util (%)  hold slack (ns)  instances  setup WS [ns]   TNS, ns
after floorplan                  -          -0.0956         68          0.133         0
after global placement        57.4            0.585        216       -0.00187  -0.00187
after detailed placement      57.4            0.590        216       -0.00577  -0.00577
after CTS                     55.7            0.286        224         0.0342         0
after global routing          55.7            0.289        224        0.00104         0
final                         55.7            0.285        224         0.0529         0
-- cells by family after synthesis --
logic type	Yosys count	synth area share, %
mux	32	35.2
buf+inv	4	5.30
flops	32	59.5
-- cell type report --
cell class	count	area share (%)
Timing Repair Buffer	102	38.2
Sequential cell	32	34.7
Multi-Input combinational cell	32	20.5
Clock buffer	8	3.90
Tap cell	50	2.71
-- power by group --
| group | switching (mW) | internal [mW] |
|---|---|---|
| registers | 0.0186 | 1.39 |
| clock network | 0.428 | 0.560 |
| logic | 0.135 | 0.454 |
| total | 0.582 | 2.41 |
-- what timing repair did --
action	4_1_cts	5_1_grt
setup buffers	0	0
setup endpoints to repair	32	0
hold buffers	0	0
resized	96	0
Power is estimated from default activity; no workload was simulated.
